==> flow/design.v <==
module dither_dpwm(clk_in,rst,d_n_input,ditherin);
input clk_in,rst;
input [8:0] d_n_input;
output [5:0] ditherin;
reg [2:0] count;
reg [7:0] T[7:0];
wire [7:0] dith_row;
reg dith_point;
wire [8:0] d_n_input;
wire [5:0] ditherin;
initial begin
    T[3'b000] = 8'b0000_0000;
    T[3'b001] = 8'b0000_0001;
    T[3'b010] = 8'b0001_0001;
    T[3'b011] = 8'b0010_0101;
    T[3'b100] = 8'b0101_0101;
    T[3'b101] = 8'b0101_1011;
    T[3'b110] = 8'b0111_0111;
    T[3'b111] = 8'b0111_1111;
end
always@(posedge clk_in or posedge rst) begin
    if(rst) count<=3'b0;
    else if (count==3'b111)count<=3'b0;
    else count<=count+3'b1;
end
assign dith_row = T[d_n_input[2:0]];
always@(count) begin
    case(count)
        3'b000: dith_point = dith_row[7];
        3'b001: dith_point = dith_row[6];
        3'b010: dith_point = dith_row[5];
        3'b011: dith_point = dith_row[4];
        3'b100: dith_point = dith_row[3];
        3'b101: dith_point = dith_row[2];
        3'b110: dith_point = dith_row[1];
        3'b111: dith_point = dith_row[0];
    endcase
end
assign ditherin=d_n_input[8:3]+dith_point;
endmodule
==> flow/run.sh <==
#!/bin/bash
# OpenROAD 26Q1-2900-gdf79404cd8, Yosys 0.63+post, stock flow scripts
make -C /OpenROAD-flow-scripts/flow DESIGN_CONFIG=/design/flow/config.mk WORK_HOME=/design/flow/orfs finish
==> flow/config.mk <==
export PLATFORM = sky130hd
export DESIGN_NAME = dither_dpwm
export DESIGN_NICKNAME = dither_dpwm
export VERILOG_FILES = /design/flow/design.v
export SDC_FILE = /design/flow/constraint.sdc
export NUM_CORES = 4
export LEC_CHECK = 1
export CORE_AREA = 10 10 70 70
export DIE_AREA = 0 0 80 80
==> flow/constraint.sdc <==
current_design dither_dpwm

set clk_period 2.8
set clk_io_pct 0.2

create_clock -name clk0 -period $clk_period [get_ports {clk_in}]

set non_clock_inputs [all_inputs -no_clocks]
set_input_delay [expr $clk_period * $clk_io_pct] -clock clk0 $non_clock_inputs
set_output_delay [expr $clk_period * $clk_io_pct] -clock clk0 [all_outputs]
==> flow_metrics.py <==
# Flow results
metrics = {
    "setup_path": {
        "peak_fanout_along_the_critical_path": 3,
        "timing_worst_setup_path_type": "reg2out",
        "startpoint_of_the_most_critical_setup_path": "count[0]",
        "capturing_element_type_of_the_critical_path": "output port",
        "worstSetupStartpointType": "register",
        "ff2ff_setup_slack_ns": 1.57,
        "worst_reg2reg_path_depth": 5,
        "arrival_ns": 2.34,
        "worst_r2r_endpoint": "count[1]",
        "timing.critical_path.cells": "ha_4 -> ha_4 -> a211oi_2 -> nand3_1 -> a221o_1 -> ha_4 -> ha_4 -> buf_6 -> xor2_1 -> buf_2",
        "cpMaxStageDelayCell": "sky130_fd_sc_hd__dfrtp_2",
        "required_ns": 2.24,
        "reg2reg_from": "count[0]",
        "critical-path-top-cell-by-count": "sky130_fd_sc_hd__ha_4",
        "endpoint_of_the_worst_setup_timing_path": "ditherin[2]",
        "critPathMaxStageDelay_ns": 0.43,
    },
    "cts": {
        "cts-root-buf": "sky130_fd_sc_hd__clkbuf_4",
        "ctsHtreeMaxLevel": 1,
        "tritoncts_buffers": 3,
        "tritoncts": "yes",
        "clockBufferDepth": 2,
        "clock.latency.late_pin_ns": 0.23,
        "cts_sinks": 3,
        "cts_hold_buf": 0,
        "clk_transition_reported_paths_ns": 0.04,
    },
    "yosys": {
        "ys_types": 16,
        "synth-seq-cells": 3,
        "synth-edff-count": 0,
        "postSynth.topFlopCell": "sky130_fd_sc_hd__dfrtp_1",
        "yosys_warnings": 1,
        "synth-area-yosys_sq_um": 340,
        "synthDominantAreaCellType": "sky130_fd_sc_hd__ha_1",
        "post_synthesis_cell_area_sq_um": 340,
        "yosys-stat-cells": 38,
        "yosys.cell_count.top_type": "sky130_fd_sc_hd__ha_1",
        "sequential_area_share_after_synthesis_pct": 22.1,
        "cells_after_synth": 38,
        "synth-async-reset-ratio_pct": 100,
        "top_cells_by_area": "sky130_fd_sc_hd__ha_1 29%, sky130_fd_sc_hd__dfrtp_1 22%, sky130_fd_sc_hd__xnor2_1 7.7%, sky130_fd_sc_hd__nand3_1 7.4%, sky130_fd_sc_hd__inv_1 6.6%",
        "synthesis.area_per_instance_sq_um": 8.96,
        "synth_top_cells_by_count": "8 x sky130_fd_sc_hd__ha_1, 6 x sky130_fd_sc_hd__inv_1, 5 x sky130_fd_sc_hd__nand3_1",
        "synth_largest_type_area_fraction_pct": 29.4,
    },
    "final_timing": {
        "finalClockPeriodUsage_pct": 104,
        "setup_repair_after_global_routing_missed_its_margin": "true",
        "finalClockSkew_ns": 0.000345,
        "setup_viol": 3,
        "fmax_ghz": 0.345,
        "tightestPinTransition_ns": 0.225,
        "max_slew_margin_pct": 85.0,
        "setup_tns_ns": -0.186,
        "final-max-slew-violation-count": 0,
        "timing.final.hold_violations": 0,
        "period_needed_ns": 2.90,
        "postLayoutSetupSlackWorst_ns": -0.102,
    },
    "floorplan": {
        "coreArea_sq_um": 3420,
        "num_rows": 21,
        "io-pin-count": 17,
        "initial_core_util_pct": 9.96,
        "chip_width_um": 80,
        "chipHeight_um": 80,
        "fp.dieArea_sq_um": 6400,
    },
    "routing": {
        "post-route-drc-count": 0,
        "antenna_cells": 0,
        "detail_route.first_pass.iterations": 3,
        "antenna_left": 0,
        "drt-vias-per-instance": 3.41,
        "route.vias.total": 385,
        "totalWireLength_um": 1110,
        "routedWlPerCell_um": 9.79,
        "detail_route.iter0.violations": 16,
    },
    "power": {
        "power_leakage_nw": 0.305,
        "power_density_nw_per_um2": 202,
        "power.ir.vdd_worst_mv": 0.192,
    },
    "final_layout": {
        "layout.filler_cells": 372,
        "area_delta_synth_final_pct": 115,
        "top_register": "count",
        "number_of_flip_flops_under_the_largest_register_name": 3,
        "post_layout_nonfiller_instances": 113,
        "top_regs": "count: 3 flops",
        "final_layout_size_suffix_gt1_share_pct": 46.3,
    },
    "global_route": {
        "via_count_of_the_first_global_routing_pass": 430,
        "grt_start_max_net_pins": 7,
        "global_route.usage.total_pct": 3.45,
        "antenna_found_initial": 0,
        "globalRoute.totalOverflow": 0,
        "grt_pass1_wl_um": 1860,
    },
    "placed_design": {
        "place.detailed.instances": 106,
        "place.port_buffers": 16,
        "place_congestion": 0.801,
        "dp_hpwl_um": 801,
    },
    "run_status": {
        "run_status": "finished with violations",
        "failed_checks": "setup timing",
    },
    "run": {
        "warnings": 31,
        "max-cap-violations": 0,
    },
    "hold_path": {
        "hp-class": "in2async",
    },
}
## layout make-up
| type | instances | area (sq um) | area share [%] |
|---|---|---|---|
| Sequential cell | 3 | 76.3 | 10.4 |
| Inverter | 6 | 22.5 | 3.08 |
| Timing Repair Buffer | 25 | 210 | 28.7 |
| Clock buffer | 4 | 26.3 | 3.59 |
| Tap cell | 46 | 57.6 | 7.86 |
| Multi-Input combinational cell | 29 | 339 | 46.3 |
## cells in the final DEF (no fill, tap or decap), types with 2 or more instances in the layout
cell type / netlist / layout
sky130_fd_sc_hd__buf_2: 0 / 5
sky130_fd_sc_hd__buf_4: 0 / 6
sky130_fd_sc_hd__buf_6: 0 / 3
sky130_fd_sc_hd__clkbuf_4: 0 / 3
sky130_fd_sc_hd__clkdlybuf4s50_1: 0 / 8
sky130_fd_sc_hd__dfrtp_1: 3 / 2
sky130_fd_sc_hd__dlygate4sd2_1: 0 / 3
sky130_fd_sc_hd__ha_2: 0 / 2
sky130_fd_sc_hd__ha_4: 0 / 5
sky130_fd_sc_hd__inv_1: 6 / 6
sky130_fd_sc_hd__nand3_1: 5 / 3
sky130_fd_sc_hd__nand3_2: 0 / 2
sky130_fd_sc_hd__o211ai_1: 2 / 2
sky130_fd_sc_hd__xnor2_2: 0 / 2
## metal layers
metal	up-vias	global-route usage (%)	part of all wire [%]
met5	-	0	0
met2	19	4.74	38
met3	0	1.25	9.0
met1	177	5.06	53
li1	189	-	-
met4	0	0.528	0
## cells by family (layout without fill, tap and decap cells)
logic type	count (synthesis)	in the layout	share of synthesized area, %
AND/OR/NAND/NOR	11	11	17.6
adder cells (fa/ha/maj)	8	8	29.4
AND-OR/OR-AND	6	6	14.0
buffers and inverters	6	35	6.62
XOR/XNOR	4	4	10.3
flip-flops	3	3	22.1
## per-stage QoR
step	hold WS, ns	utilization [%]	setup WS, ns	cell area (sq um)	power, mW
after floorplan	0.314	-	0.253	340	0.0474
after global placement	0.466	17.7	-0.527	603	0.0751
after detailed placement	0.491	17.7	-0.548	603	0.0753
after CTS	0.503	20.3	-0.114	693	0.151
after global routing	0.510	21.4	-0.181	732	0.158
final	0.503	21.4	-0.102	732	0.148
## how the worst min path moves through the flow
stage	start	to	slack, ns
CTS	rst	count[2]	0.50
global route	rst	count[0]	0.51
finish	rst	count[0]	0.50
## report_power, final
group          internal, mW  switching (mW)
logic                0.0190          0.0105
registers            0.0436               0
clock network        0.0533          0.0212
total                 0.116          0.0318
## worst max-delay path: cells and delay by family, from the launching register on
kind	cells	cell delay (ns)
adder cells (fa/ha/maj)	4	0.70
flip-flops	1	0.43
XOR/XNOR	1	0.13
buffers and inverters	2	0.22
AND-OR/OR-AND	2	0.54
AND/OR/NAND/NOR	1	0.10
## repair_timing
item                       in CTS  in global routing
buffers inserted                3                  0
setup endpoints to repair       6                  5
resized                        32                  9
pin swaps                       6                  7
No activity file was given, so power comes from the tool's default toggle rates.
