### design/flow/config.mk
export PLATFORM = sky130hd
export DESIGN_NAME = compensator
export DESIGN_NICKNAME = compensator
export VERILOG_FILES = /design/flow/design.v
export SDC_FILE = /design/flow/constraint.sdc
export NUM_CORES = 4
export LEC_CHECK = 1
export CORE_UTILIZATION = 40
### design/flow/constraint.sdc
current_design compensator

set clk_period 8.5
set clk_io_pct 0.2

create_clock -name clk0 -period $clk_period [get_ports {clk}]

set non_clock_inputs [all_inputs -no_clocks]
set_input_delay [expr $clk_period * $clk_io_pct] -clock clk0 $non_clock_inputs
set_output_delay [expr $clk_period * $clk_io_pct] -clock clk0 [all_outputs]
### design/flow/design.v
`timescale 1ns/1ns
module compensator(clk,reset,e_n_input,d_n_output);
input       clk,reset;
input    [3:0]  e_n_input;
output    [8:0]  d_n_output;
reg [3:0] e_n,e_n_1,e_n_2;
reg [15:0] ae_product,be_product,ce_product,d_n_reg,d_n_1;
wire [15:0] d_n_pre;
wire [3:0] e_n_input;
always@(posedge clk or posedge reset)
begin
  if(reset)
  begin
    e_n <= 4'b0;
    e_n_1 <=4'b0;
    e_n_2 <= 4'b0;
    d_n_1 <=16'b0;
  end
  else
  begin
    e_n <= e_n_input;
    e_n_1 <= e_n;
    e_n_2 <= e_n_1;
    d_n_1 <= d_n_pre;
  end
end
assign d_n_pre = ae_product +be_product + ce_product +d_n_1;
always@(e_n)
begin
  case(e_n)
    4'b1100:
    ae_product=16'b1101101000010100;
    4'b1101:
    ae_product=16'b1110001110001111;
    4'b1110:
    ae_product=16'b1110110100001010;
    4'b1111:
    ae_product=16'b1111011010000101;
    4'b0000:
    ae_product=16'b0000000000000000;
    4'b0001:
    ae_product=16'b0000100101111011;
    4'b0010:
    ae_product=16'b0001001011110110;
    4'b0011:
    ae_product=16'b0001110001110001;
    4'b0100:
    ae_product=16'b0010010111101100;
    default:ae_product=16'd0;
  endcase
end
always@(e_n_1)
begin
  case(e_n_1)
   4'b1100: 
  be_product=16'b0100100010010100;
  4'b1101: 
  be_product=16'b0011011001101111;
  4'b1110:
  be_product=16'b0010010001001010;
  4'b1111:  
  be_product=16'b0001001000100101;
  4'b0000: 
  be_product=16'b0000000000000000;
  4'b0001:
  be_product=16'b1110110111011011;
  4'b0010: 
  be_product=16'b1101101110110110;
  4'b0011: 
  be_product=16'b1100100110010001;
  4'b0100: 
  be_product=16'b1011011101101100;
  default:be_product=16'd0;
  endcase
end
always@(e_n_2)
begin
  case(e_n_2)
  4'b1100: 
  ce_product=16'b1101110100110100;
  4'b1101:   
  ce_product=16'b1110010111100111;
  4'b1110:
  ce_product=16'b1110111010011010;
  4'b1111:  
  ce_product=16'b1111011101001101;
  4'b0000:  
  ce_product=16'b0000000000000000;
  4'b0001:
  ce_product=16'b0000100010110011;
  4'b0010:
  ce_product=16'b0001000101100110;
  4'b0011:
  ce_product=16'b0001101000011001;
  4'b0100:
  ce_product=16'b0010001011001100;
  default:ce_product=16'd0;
  endcase
end
always@(d_n_pre)
begin
  if(d_n_pre[15]==1)
    d_n_reg = 16'b0;
  else if(d_n_pre>16'b0111100110011001)
    d_n_reg = 16'b0111100110011001;
  else
    d_n_reg = d_n_pre;
end
assign d_n_output = d_n_reg[14:6];
endmodule
### design/flow/run.sh
#!/bin/bash
# OpenROAD 26Q1-2900-gdf79404cd8, Yosys 0.63+post, stock flow scripts
make -C /OpenROAD-flow-scripts/flow DESIGN_CONFIG=/design/flow/config.mk WORK_HOME=/design/flow/orfs finish
==> flow_summary.ini <==
; yosys + openroad results
[worst_setup_path]
cp_data_required_time_ns = 6.80
crit_path_end_kind = output port
crit_arrival_ns = 5.41
critical_path_peak_fanout = 8
cp_slowest_cell = fa_1
cp-start-kind = register
cp_slowest_stage_delay_ns = 0.52
crit_chain = inv_1 > ha_1 > a21oi_1 > a21boi_0 > fa_1 > fa_1 > inv_1 > ha_1 > a211oi_1 > o31ai_4 > o2111ai_2 > or4_1 > o221a_2 > a2111o_1 > a21oi_1 > clkdlybuf4s50_1
worstSetupPathType = reg2out

[die]
chipWidth_um = 88.70
height_of_the_die_um = 88.70
core_util_floorplan_pct = 41.45
placement_rows = 31
fp.dieArea_mm2 = 0.007868
floorplan.core_area_mm2 = 0.007253
io_pins = 15

[route]
met3_wirelength_um = 356
m1WireLength_um = 3048
drt_first_iter_violations = 105
wl_per_cell_um = 13.56
drtAntennaViolNets = 0
routed.top_layer = met4
antenna_cells_inserted = 0
routed-wl-met2_um = 2620
drt_wl_total_um = 6155
drt-pass1-iter-count = 4
drc = 0
vias = 2242
post_drt_via_cell_ratio = 4.938

[final_timing]
setup_repair_after_global_routing_missed_its_margin = no
tns_ns = 0
timing_worst_slew_pin_value_ns = 0.7166
fin_crit_sh_pct = 83.61
slew_viol_final = 0
achievable-frequency_mhz = 140.7
final.min_clock_period_ns = 7.107
finalHoldViolations = 0
final_worst_setup_slack_ns = 1.393
relSlewSlack_pct = 51.88
timing.clock.skew_ns = 0.002655
setup_viol = 0

[yosys]
syn_area_mm2 = 0.003007
yosys.stat.chipArea_mm2 = 0.003007
synth.distinct_cells = 39
ys.flops = 28
postSynthCellCount = 343
synth_async_reset_ratio_pct = 100.0
synth-warning-count = 1
yosys-stat-cells = 343
synthFlopType = dfrtp_1
edf_count = 0
yosys.stat.seqShare_pct = 23.30
syn_avg_cell_area_um2 = 8.766

[global_routing]
antenna_violations_before_repair = 0
via_count_of_the_first_global_routing_pass = 2219
maximum_number_of_pins_on_one_net_before_global_route_repair = 29
grt_pass1_wl_um = 10700
overflow = 0
grt_util_all_layers_pct = 18.70

[clock_network]
htreeDepth = 1
cts.repair.resized = 0
clk_pin_slew_ns = 0.10
cts_tree = built
cts.repair_timing.setup_buffer_count = 0
clock_latency_ns = 0.28
cts.sinks = 28
clk_root_buffer_cell = clkbuf_8
cts_made_buffers = 3
clk_path_buf_depth = 2
cts_hold_repair.buffers = 0

[placement]
routabilityCongestion = 0.8782
placement.setup.worst_slack_ns = 1.715
placedCellCount = 450
hpwl_um = 5117
placed_cell_area_mm2 = 0.003256
buffer_ports.inserted = 14

[finish]
ratio_of_cells_with_drive_above_1_in_the_final_layout_pct = 2.817
layout.cells.non_filler = 454
area.sequential_um2 = 700.7
final_design_area_no_fill_mm2 = 0.003327
area.growth.synth_to_final_pct = 10.65
layout.cells.most_common_list = inv_1, nand2_1, ha_1
layout_top_cell = inv_1
combGateArea_mm2 = 0.001998
fillerInstances = 687

[run_status]
outcome = completed

[job]
max-cap-violations = 0
stage_log_warnings = 38

[power_and_ir_drop]
cellLeakagePower_nw = 1.673
peakVddDrop_uv = 230.4
power_density_mw_per_mm2 = 444.0

[min_path]
timing.hold.worst.class = reg2reg
==> registers in the layout, summed over array words and instances, names as in the netlist <==
signal,count
d_n_1,16
e_n,4
e_n_1,4
e_n_2,4
==> cell type report <==
type	instances	share of cell area, %
Clock buffer	3	1.241
Clock inverter	1	0.9026
Inverter	74	8.349
Multi-Input combinational cell	233	60.06
Sequential cell	28	21.06
Tap cell	99	3.723
Timing Repair Buffer	16	4.663
==> path summary, 6_finish.rpt <==
check,start,end,slack (ns),cells after the start
hold / removal,e_n_1[1],e_n_2[1],0.46,0
setup reg to reg,e_n[0],d_n_1[15],3.97,14
hold reg to reg,e_n_1[1],e_n_2[1],0.46,0
max in group asynchronous,reset,d_n_1[14],6.44,3
min in group asynchronous,reset,d_n_1[0],1.79,3
setup / recovery,e_n[0],d_n_output[2],1.39,16
==> cells by family after synthesis <==
logic type	after synthesis	share of synthesized area, %
simple gates	85	12.53
buf+inv	82	10.24
compound gates	68	15.52
flops	28	23.30
xor+xnor	19	5.535
fa+ha+maj	61	32.88
==> synthesized netlist by cell type (3+ instances only) <==
| cell type | count | area [µm²] |
|---|---|---|
| clkbuf_1 | 8 | 30.03 |
| xnor2_1 | 11 | 96.34 |
| nand2_1 | 37 | 138.9 |
| a21o_1 | 3 | 22.52 |
| nand3_1 | 3 | 15.01 |
| and2_1 | 4 | 25.02 |
| nor2b_1 | 5 | 31.28 |
| a22o_1 | 7 | 61.31 |
| dfrtp_1 | 28 | 700.7 |
| fa_1 | 30 | 600.6 |
| nor2_1 | 23 | 86.33 |
| a21oi_1 | 18 | 90.09 |
| o21ai_0 | 17 | 85.08 |
| nand2b_1 | 4 | 25.02 |
| inv_1 | 74 | 277.8 |
| a211oi_1 | 5 | 37.54 |
| o31ai_1 | 3 | 22.52 |
| ha_1 | 31 | 387.9 |
| nor3_1 | 4 | 20.02 |
| xor2_1 | 8 | 70.07 |
==> critical path: cells and delay by family, from the launching register on <==
kind	cells	cell delay, ns
flip-flops	1	0.50
AND-OR/OR-AND	8	1.90
adder cells (fa/ha/maj)	4	1.52
AND/OR/NAND/NOR	1	0.51
buffers and inverters	3	0.70
==> routing by layer <==
| metal | vias to the layer above | GRT usage, % |
|---|---|---|
| met5 | - | 0 |
| met4 | 0 | 3.372 |
| met3 | 10 | 5.298 |
| met2 | 56 | 26.22 |
| met1 | 1061 | 30.49 |
| li1 | 1115 | - |
==> power breakdown <==
| part | total (mW) | internal [mW] | switching (mW) | leakage [nW] |
|---|---|---|---|---|
| Combinational | 1.16 | 0.525 | 0.635 | 1.31 |
| Clock | 0.109 | 0.0631 | 0.0456 | 0.0357 |
| Sequential | 0.208 | 0.188 | 0.0201 | 0.326 |
| Total | 1.48 | 0.776 | 0.701 | 1.67 |
==> per-stage QoR <==
stage | total power, mW | utilization, % | hold slack (ns)
floorplan | 0.9643 | - | 0.3519
global placement | 1.371 | 44.89 | 0.4463
detailed placement | 1.366 | 44.89 | 0.4423
CTS | 1.483 | 45.87 | 0.4681
global route | 1.653 | 45.87 | 0.4872
finish | 1.477 | 45.87 | 0.4565
Power figures rest on the tool's default switching activity, not on a simulated workload.
