==> flow/design.v <==
module counter_deadtime(clk,rst,d_n_input,duty_high,duty_low);
input clk,rst;
input[5:0] d_n_input;
output duty_high;
output duty_low;
reg duty_high,duty_low;
reg [5:0] count;
always@(posedge clk or posedge rst) begin
    if(rst) begin
        count<= 0 ;
    end
    else if (count == 6'b11_1111) begin
        count<=0;
    end
    else begin
        count <= count+1;
    end
end
always@(posedge clk or posedge rst) begin
    if(rst) begin
        duty_high <= 0 ;
    end
    else begin
        if (count == 0) begin
            duty_high <= 1 ;
        end
        if (count >= d_n_input) begin
            duty_high <= 0 ;
        end
    end
end
always@(posedge clk or posedge rst) begin
    if(rst) begin
        duty_low <= 0 ;
    end
    else begin
        if (count == 0) begin
            duty_low <= 0 ;
        end
        if (count >= 6'd58) begin
            duty_low <= 0 ;
        end
        else if(count >= (d_n_input+6'd6)) begin
            duty_low <=1;
        end
    end
end
endmodule
==> flow/run.sh <==
#!/bin/bash
# OpenROAD 26Q1-2900-gdf79404cd8, Yosys 0.63+post, stock flow scripts
make -C /OpenROAD-flow-scripts/flow DESIGN_CONFIG=/design/flow/config.mk WORK_HOME=/design/flow/orfs finish
==> flow/config.mk <==
export PLATFORM = sky130hd
export DESIGN_NAME = counter_deadtime
export DESIGN_NICKNAME = counter_deadtime
export VERILOG_FILES = /design/flow/design.v
export SDC_FILE = /design/flow/constraint.sdc
export NUM_CORES = 4
export LEC_CHECK = 1
export CORE_AREA = 10 10 73 73
export DIE_AREA = 0 0 83 83
==> flow/constraint.sdc <==
current_design counter_deadtime

set clk_period 2.2
set clk_io_pct 0.2

create_clock -name clk0 -period $clk_period [get_ports {clk}]

set non_clock_inputs [all_inputs -no_clocks]
set_input_delay [expr $clk_period * $clk_io_pct] -clock clk0 $non_clock_inputs
set_output_delay [expr $clk_period * $clk_io_pct] -clock clk0 [all_outputs]
==> ci_impl_report.md <==
### Metrics collected by this job

| Metric | Value |
|---|---|
| Critical path startpoint category | input pin |
| Hold buffer count at CTS | 0 |
| Number of port buffers | 9 |
| Peak VDD IR | between 0.00009 and 0.0001 V |
| Die width | 83 µm |
| # fillers | 397 |
| Worst-path clk slew | 0.04 ns |
| Top cells by area | dfrtp_1, ha_1, inv_1, xnor2_1, a21oi_1 |
| DP Worst Slack | -0.276 ns |
| Final ANT Viol Nets | 0 |
| First DRT Iteration DRCs | 26 |
| Clock skew | 0.00258 ns |
| P_sw | 79.5 µW |
| DRC viols | 0 |
| Log Warnings | 28 |
| Routability cong. | 0.811 |
| Diodes inserted | 0 |
| Register area | 200 µm² |
| Most common reg cell | dfrtp_1 |
| Core footprint | between 3000 and 4000 µm² |
| Setup WS post-layout | around 0.28 ns |
| Cell Type Count | 22 |
| Clk latency late pin | between 0.2 and 0.25 ns |
| Num ports | 10 |
| Vias in the first global route | 530 |
| Mean Syn Cell Area | about 9.5 µm² |
| Worst EP arrival | around 2.0 ns |
| Avg Vias per Cell | roughly 4.2 |
| DR WL/cell | approximately 10 µm |
| Cells on worst reg2reg path | 6 |
| Postcts setup bufs | 0 |
| Switch share | 0.209 |
| Critical Path Sink Type | flop |
| Pleak | around 0.44 nW |
| Slew HR | 0.792 |
| Fmax | approximately 520 MHz |
| Area fraction in mux cells | 0 |
| Clk pwr share | 0.444 |
| CP Data Required Time | about 2.3 ns |
| Final Total Pwr | between 300 and 400 µW |
| Post-synth ARST share | 1.00 |
| Yosys warnings | 1 |
| Initial antenna violation count | 0 |
| Area post-placement | about 900 µm² |
| Final hold vios | 0 |
| Sequential fraction of design power | 0.389 |
| Post-synthesis sequential area ratio | 0.298 |
| Total GRT Usage | 0.0395 |
| CTS tree | done |
| Drt first pass iters | 4 |
| Final core occ | 0.250 |
| Worst hold path class | in2async |
| Chip area | ~6900 µm² |
| Core utilization at floorplan | 0.179 |
| Num CTS Buffers | 3 |
| Cell taking the most area after synthesis | dfrtp_1 |
| Part of the cycle the worst path needs | 0.875 |
| Layout cells sized above 1 | 0.189 |
| Worst-path maximum fanout | 2 |
| Clock buffer depth | 2 |
| Setup violations, final | 0 |
| Top logic family | adder cells |
| Area leader share | 0.298 |
| Max-Cap Viols | 0 |
| Fin. max-slew vios | 0 |
| CTS root buf | clkbuf_8 |
| Hpwl dp | between 1000 and 1500 µm |
| Outcome | completed |
| Unrepaired setup endpoints after global routing | false |
| Min Tclk post-route | about 1.9 ns |
| Die height | slightly above 80 µm |
| Chip Area, Yosys | 672 µm² |
| CTS H-Tree Depth | 1 |
| GRT overflow | 0 |
| Layout Area Growth over Synthesis | 39.1% |
| Post-route cell area | 935 µm² |
| CTS sink count | 8 |
| Ys flops | 8 |
| Combinational share of power | 0.167 |
| Setup TNS | 0 ns |
| Tightest Pin Transition | about 0.31 ns |
| Aoi share | 0.196 |
| Mapped Cells | 71 |
| P per Cell Area | about 410 nW/µm² |
| Yosys simple share | 0.106 |
| Largest net degree at the start of global routing | 9 |
| Via count | around 580 |
| # Cells Yosys | 71 |
| Global-route wire length before repair | around 2400 µm |
| Row count | 22 |
| Xor/xnor share | 0.0652 |
| Total routed wirelength | 1390 µm |
| Adder share | 0.279 |
| Flip-flops with a built-in enable | 0 |
| P_int | 301 µW |
| Synthesized area | ~670 µm² |
| Gate Area | approximately 450 µm² |
| WS Path Type | in2reg |
==> power by group through the flow <==
stage	registers, mW	logic (mW)	clock network (mW)
final	0.148	0.0637	0.169
after CTS	0.148	0.0634	0.174
after global routing	0.148	0.0721	0.186
==> placed cells by master, fill, tap and decap left out, types with 2 or more instances in the layout <==
cell type / n
xnor2_1: 3
o41ai_1: 2
a21oi_1: 5
ha_1: 14
inv_2: 2
dlymetal6s2s_1: 2
inv_1: 8
o21ai_0: 3
buf_4: 7
o21bai_1: 2
nor2_1: 3
dfrtp_1: 8
xor2_1: 2
clkbuf_8: 3
nand2_1: 4
nand3_1: 3
clkdlybuf4s50_1: 7
==> critical path: stages <==
cell and delay, ns:
clkdlybuf4s50_1 0.48, buf_4 0.12, o21ai_0 0.11, xnor2_1 0.15, ha_1 0.27, nand2_1 0.08, nor2_1 0.06, a221oi_2 0.23
a41oi_1 0.06
==> cells in the mapped netlist (2+ instances only) <==
library cell / n
dfrtp_1: 8
nor2_1: 3
a21oi_1: 5
ha_1: 15
nand2_1: 4
o21ai_0: 4
o21bai_1: 2
xor2_1: 2
inv_1: 10
xnor2_1: 3
nand3_1: 3
o41ai_1: 2
==> cell type report <==
cell class / instances / share of cell area
clock buffer: 3 / 0.0442
inverter: 10 / 0.0402
multi-input combinational: 53 / 0.479
sequential: 8 / 0.214
tap: 48 / 0.0643
timing repair buffer: 16 / 0.158
==> stage by stage <==
| stage | hold WS (ns) | std cells |
|---|---|---|
| after floorplan | 0.256 | 71 |
| after global placement | 0.494 | 135 |
| after detailed placement | 0.508 | 135 |
| after CTS | 0.472 | 138 |
| after global routing | 0.503 | 138 |
| final | 0.459 | 138 |
==> path summary, 6_finish.rpt <==
| check | startpoint | end | slack [ns] |
|---|---|---|---|
| max in group asynchronous | rst | count[2] | 1.51 |
| min | rst | duty_low | 0.46 |
| max | d_n_input[3] | duty_low | 0.28 |
| max reg2reg | count[0] | duty_low | 0.62 |
| min in group clk0 | count[0] | count[0] | 0.52 |
| min reg2reg | count[0] | count[0] | 0.52 |
==> per-layer routing <==
metal	track usage	wire length [µm]	vias up	part of all wire
li1	-	-	295	-
met3	0.0128	71	2	0.051
met2	0.0552	613	16	0.44
met5	0	0	-	0
met4	0.00769	9	0	0.0065
met1	0.0573	691	263	0.50
==> registers in the layout, indices dropped and copies added, names as in the netlist <==
signal,flops
duty_low,1
count,6
duty_high,1
==> repair_timing <==
action / CTS / global route
endpoints found under the setup margin: 1 / 1
pin swaps: 1 / 3
resized: 2 / 6
==> kinds of logic after synthesis <==
| group | Yosys count |
|---|---|
| AND-OR/OR-AND | 19 |
| XOR/XNOR | 5 |
| adder cells (fa/ha/maj) | 15 |
| buffers and inverters | 10 |
| flip-flops | 8 |
| AND/OR/NAND/NOR | 14 |
Power is estimated from default activity; no workload was simulated.
